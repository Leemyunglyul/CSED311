File: flow/run.sh
#!/bin/bash
# OpenROAD 26Q1-2900-gdf79404cd8, Yosys 0.63+post, stock flow scripts
make -C /OpenROAD-flow-scripts/flow DESIGN_CONFIG=/design/flow/config.mk WORK_HOME=/design/flow/orfs finish
File: flow/config.mk
export PLATFORM = sky130hd
export DESIGN_NAME = alu
export DESIGN_NICKNAME = alu
export VERILOG_FILES = /design/flow/design.v
export SDC_FILE = /design/flow/constraint.sdc
export NUM_CORES = 4
export LEC_CHECK = 1
export CORE_UTILIZATION = 30
File: flow/constraint.sdc
current_design alu

set clk_period 20.0
set clk_io_pct 0.2

create_clock -name clk0 -period $clk_period

set non_clock_inputs [all_inputs -no_clocks]
set_input_delay [expr $clk_period * $clk_io_pct] -clock clk0 $non_clock_inputs
set_output_delay [expr $clk_period * $clk_io_pct] -clock clk0 [all_outputs]
File: flow/design.v
module alu(
    input [3:0] alu_op,        
    input [31:0] alu_in_1,
    input [31:0] alu_in_2,
    output reg [31:0] alu_result,
    output reg alu_bcond
);
    wire [4:0] shamt = alu_in_2[4:0];
    always @(*) begin
        alu_result = 32'b0;
        alu_bcond = 1'b0;
        case(alu_op)
            4'b0001: alu_result = alu_in_1 + alu_in_2;  
            4'b0010: alu_result = alu_in_1 - alu_in_2;  
            4'b0111: alu_result = alu_in_1 & alu_in_2;  
            4'b0110: alu_result = alu_in_1 | alu_in_2;  
            4'b0100: alu_result = alu_in_1 ^ alu_in_2;  
            4'b0011: alu_result = alu_in_1 << shamt;        
            4'b0101: alu_result = alu_in_1 >> shamt;        
            default: alu_result = 32'b0;
        endcase
        case(alu_op)
            4'b1000: alu_bcond = (alu_in_1 == alu_in_2);  
            4'b1001: alu_bcond = (alu_in_1 != alu_in_2);  
            4'b1010: alu_bcond = ($signed(alu_in_1) < $signed(alu_in_2));  
            4'b1011: alu_bcond = ($signed(alu_in_1) >= $signed(alu_in_2));  
            default: alu_bcond = 1'b0;
        endcase
    end
endmodule
==> flow_summary_export.csv <==
group,metric,value,unit
synthesis,netlist_area,8292,µm²
cts,postCtsSetupRepairBufs,0,
finish,logic_area,7526,µm²
finish,area.growth.synth_to_final,14.09,%
finish,clkbuf_count,0,
grt,antenna_found_initial,0,
sta,finalCritPeriodShare,63.58,%
synthesis,syn_inst,1329,
flow_run,maxCapViolCount,0,
hold_path,whs_endpoint,"alu_result[5]",
grt,overflow,0,
hold_path,min-delay-path-class,"input pin to output port",
synthesis,top_cells_by_count,"172 x nor2_1, 158 x a21oi_1, 128 x nand2_1, 110 x o21ai_0, 105 x ha_1",
floorplan,die_area,28310,µm²
placed_design,place.gp.congestion,1.025,
sta,hold_violations,0,
floorplan,die_h,168.3,µm
worst_setup_path,worst_ep_arrival_time,8.72,ns
routing,drt-total-wl,41.44,mm
synthesis,ys_sh_mux,9.839,%
synthesis,top_cell_area_share,15.84,%
routing,drt.antenna.violating_nets,0,
power_and_ir_drop,p_per_area,29.75,nW/µm²
synthesis,top_cells_by_area,"ha_1 16%, a21oi_1 9.5%, nor2_1 7.8%",
sta,slew_headroom,45.89,%
synthesis,adder_share,16.33,%
synthesis,synth_cell_types,74,
synthesis,most_common_cell,"nor2_1",
power_and_ir_drop,p_leak,3.968,nW
finish,utilization,35.00,%
synthesis,ys_area,8292,µm²
synthesis,yosys_cells,1329,
worst_setup_path,end_kind,"output port",
routing,diodes,0,
finish,finalInstanceArea,9460,µm²
synthesis,synthTopLogicFamily,"AND-OR/OR-AND gates",
synthesis,simple_gate_area_share,22.59,%
floorplan,num_rows,60,
placed_design,portBuffers,101,
grt,grt_usage,29.24,%
finish,n_fill_cell,3015,
floorplan,die_w,168.3,µm
placed_design,dp_hpwl,33.01,mm
synthesis,ys_seq_share,0,%
routing,first_pass_iters,6,
hold_path,worstHoldPathCells,5,
placed_design,placed_area,9460,µm²
routing,via_count,10460,
worst_setup_path,required,16.00,ns
sta,max_freq,78.64,MHz
floorplan,fp_util,30.68,%
worst_setup_path,path_class,"input pin to output port",
sta,setup_slack,7.283,ns
sta,tns,0,ns
grt,grt_max_degree,74,
cts,holdBufCountCts,0,
floorplan,ios,101,
sta,rsz0062_at_grt,"false",
hold_path,hp-start,"alu_in_2[3]",
placed_design,post-place-ws,7.219,ns
sta,setup_violations,0,
sta,finalCriticalPeriod,12.72,ns
power_and_ir_drop,ir_worst_vdd,0.01535,mV
synthesis,synthAoiAreaFrac,41.30,%
routing,routedWlPerCell,24.49,µm
routing,dr.first_iter.drc_count,1170,
grt,grt_pass1_wl,61.65,mm
sta,slew_viol_final,0,
outcome,status,"complete, no violations",
routing,viasPerCell,6.182,
floorplan,core_area,27030,µm²
cts,cts_resized,0,
synthesis,postSynthAreaPerCell,6.239,µm²
finish,seqCellArea,0,µm²
synthesis,synth-xor-area-share,0.5281,%
synthesis,yosysWarnings,1,
power_and_ir_drop,finalPower,0.0002814,W
finish,flop-count,0,
finish,drive_gt1_share,5.329,%
synthesis,largest_area_cell,"ha_1",
flow_run,warning_count,105,
sta,tightest_slew,0.8055,ns
grt,grt_pass1_vias,9622,
worst_setup_path,cp-start-kind,"input pin",
routing,drc,0,
worst_setup_path,critPathMaxFanout,59,
-- cell type report --
cell class | instances | area share [%]
Multi-Input combinational cell | 1130 | 79.55
Timing Repair Buffer | 120 | 11.93
Tap cell | 341 | 4.510
Inverter | 101 | 4.007
-- metal layers --
layer	vias to the layer above	track usage [%]	share of wire, %
met5	-	0	0
met4	0	14.35	6.1
met3	104	4.429	8.5
met2	592	43.98	43
met1	4834	40.77	43
li1	4930	-	-
-- power breakdown --
group          internal, W  total, W  switching, W
logic             0.000106  0.000281      0.000176
registers                0         0             0
clock network            0         0             0
-- worst max-delay path, cell delays in order --
cell and delay [ns]:
buf_2 0.33, buf_4 0.59, ha_1 0.30, inv_1 0.06
fa_1 0.42, nor2b_1 0.16, o21bai_1 0.24, a21oi_1 0.18
o211ai_1 0.26, a31o_2 0.22, and2_1 0.17, o221ai_1 0.14
o21ai_0 0.25, mux2i_1 0.11, a2111oi_0 0.69, clkdlybuf4s50_1 0.59
-- kinds of logic (layout without fill, tap and decap cells) --
logic type               Yosys count  in the layout
XOR/XNOR                           5              5
multiplexers                      68             68
AND-OR/OR-AND                    525            525
adder cells (fa/ha/maj)          107            107
buffers and inverters            199            221
AND/OR/NAND/NOR                  425            425
-- placed cells by master, fill, tap and decap left out, drive strengths merged, types with 13 or more instances in the layout --
master         Yosys  routed
buf               37      24
a221oi            16      16
nand2            128     128
o22ai             27      27
clkdlybuf4s50      0      96
nand3             23      23
a21o              14      14
o21bai            13      13
inv              101     101
o21ai            114     114
a31oi             15      15
nor2b             14      14
and3              15      15
o221ai            17      17
ha               105     105
nor2             172     172
a21oi            161     161
a211oi            40      40
o211ai            27      27
mux2i             50      50
nor3              21      21
-- how the worst max path moves through the flow --
stage      startpoint   endpoint  slack [ns]  cells after the start
4_1_cts   alu_in_2[0]  alu_bcond        7.22                     16
5_1_grt   alu_in_2[0]  alu_bcond        6.93                     16
6_report  alu_in_2[0]  alu_bcond        7.28                     16
-- per-stage QoR --
| stage | hold slack, ns | cells |
|---|---|---|
| 5_1_grt | 9.244 | 1692 |
| 2_1_floorplan | 8.070 | 1329 |
| 4_1_cts | 9.195 | 1692 |
| 6_report | 9.201 | 1692 |
| 3_3_place_gp | 9.197 | 1692 |
| 3_5_place_dp | 9.181 | 1692 |
No activity file was given, so power comes from the tool's default toggle rates.
