$ cat ./run.sh
#!/bin/bash
# OpenROAD 26Q1-2900-gdf79404cd8, Yosys 0.63+post, stock flow scripts
make -C /OpenROAD-flow-scripts/flow DESIGN_CONFIG=/design/flow/config.mk WORK_HOME=/design/flow/orfs finish
$ cat ./config.mk
export PLATFORM = sky130hd
export DESIGN_NAME = Gshare
export DESIGN_NICKNAME = Gshare
export VERILOG_FILES = /design/flow/design.v
export SDC_FILE = /design/flow/constraint.sdc
export NUM_CORES = 4
export LEC_CHECK = 1
export CORE_UTILIZATION = 40
$ cat ./constraint.sdc
current_design Gshare

set clk_period 58.0
set clk_io_pct 0.2

create_clock -name clk0 -period $clk_period [get_ports {clk}]

set non_clock_inputs [all_inputs -no_clocks]
set_input_delay [expr $clk_period * $clk_io_pct] -clock clk0 $non_clock_inputs
set_output_delay [expr $clk_period * $clk_io_pct] -clock clk0 [all_outputs]
$ cat ./design.v
module Gshare #(
    parameter GHR_BITS = 7,            
    parameter PC_TAG_BITS = 25,      
    parameter PC_INDEX_BITS = 5,       
    parameter PHT_SIZE = 128           
)(
    input clk,
    input reset,
    input [31:0] pc,             
    input update_valid,          
    input [31:0] update_pc,       
    input [31:0] update_target,   
    input update_taken,           
    output wire [31:0] next_pc,       
    output wire predict_taken
);
    reg [GHR_BITS-1:0] bhsr;          
    reg [1:0] pht [0:PHT_SIZE-1];
    reg [31:0] btb [0:31];             
    reg [PC_TAG_BITS-1:0] tag_table [0:31];
    wire [PC_INDEX_BITS-1:0] pc_idx = pc[PC_INDEX_BITS+1:2];       
    wire [PC_TAG_BITS-1:0] pc_tag = pc[31:PC_INDEX_BITS+2];        
    wire [PC_INDEX_BITS-1:0] update_idx = update_pc[PC_INDEX_BITS+1:2];
    wire [PC_TAG_BITS-1:0] update_tag = update_pc[31:PC_INDEX_BITS+2];
    wire [GHR_BITS-1:0] pht_idx = pc[GHR_BITS+1:2] ^ bhsr;
    wire [GHR_BITS-1:0] update_pht_idx = update_pc[GHR_BITS+1:2] ^ bhsr;
    wire tag_match = (pc_tag == tag_table[pc_idx]);
    wire pht_taken = (pht[pht_idx] >= 2'b10);   
    assign predict_taken = pht_taken && tag_match;
    assign next_pc = predict_taken ? btb[pc_idx] : (pc + 4);
    integer i;
    always @(posedge clk) begin
        if (reset) begin
            bhsr <= 0;
            for (i = 0; i < PHT_SIZE; i = i + 1)
                pht[i] <= 2'b01;   
            for (i = 0; i < 32; i = i + 1) begin
                btb[i] <= 0;
                tag_table[i] <= 0;
            end
        end
        else if (update_valid) begin
            if (update_taken) begin
                if (pht[update_pht_idx] < 2'b11)
                    pht[update_pht_idx] <= pht[update_pht_idx] + 1;
            end else begin
                if (pht[update_pht_idx] > 2'b00)
                    pht[update_pht_idx] <= pht[update_pht_idx] - 1;
            end
            if (update_taken) begin
                btb[update_idx] <= update_target;
                tag_table[update_idx] <= update_tag;
            end
            bhsr <= {bhsr[GHR_BITS-2:0], update_taken};
        end
    end
endmodule
==> out/metrics.csv <==
stage,metric,value,unit
run_status,outcome,completed,
layout,Layout Utilization,45.1,%
clocking,CTS buffer count,218,
floorplan,Die Area,249000,um^2
logic_synthesis,AO/OA Area Share,3.68,%
logic_synthesis,Post-Syn Instances,6484,
floorplan,die width,499,um
layout,area grow syn2layout,11.7,%
floorplan,core area,244000,um^2
global_route,vias in the first global route,60281,
logic_synthesis,number of enable flip-flop cells,2080,
placed_design,Detail Placement HPWL,182000,um
worst_setup_path,CP peak stage delay,820,ps
power_and_ir_drop,power per cell area,30.6,nW/um^2
logic_synthesis,Syn. warnings,1,
layout,layout cells sized above 1,21.2,%
power_and_ir_drop,Clock Power Share,39.4,%
logic_synthesis,Mapped Area,98600,um^2
clocking,root buffer cell,clkbuf_16,
global_route,gr ovfl total,0,
final_timing,Final Hold Viols,0,
route,Via density,5.81,
logic_synthesis,Synthesized registers,2087,
placed_design,pre-CTS setup slack,28110,ps
power_and_ir_drop,Peak VDD IR,0.0000261,V
clocking,CTS clock-pin slew for the worst setup and hold paths,60,ps
worst_setup_path,slowest cell on the critical path,or4_4,
power_and_ir_drop,Net Sw Frac,23.9,%
power_and_ir_drop,leakage,36.2,nW
floorplan,fp_density,40.4,%
clocking,CTS tree,yes,
route,via count,57053,
route,DR iter-0 viols,3895,
logic_synthesis,Post-synth ARST share,0,%
final_timing,final slew viol count,0,
power_and_ir_drop,Power Total,3.38,mW
worst_setup_path,CP arrival,18240,ps
logic_synthesis,Basic Gates by Area,16.1,%
global_route,Total Routing Usage GR,28.3,%
logic_synthesis,"Avg Cell Area, Syn",15.2,um^2
placed_design,input/output buffers,130,
global_route,initial antenna violation count,27,
min_path,Worst Hold Class,register to register,
power_and_ir_drop,sequential fraction of design power,51.7,%
global_route,first-pass GRT wire length,452000,um
power_and_ir_drop,internal power,2.57,mW
clocking,clock buffer depth,3,
final_timing,slack of the critical path,28160,ps
final_timing,RSZ-0062 raised after global routing,no,
worst_setup_path,CP Max Fanout,52,
clocking,CTS Hold Buffers Added,0,
logic_synthesis,dominant kind of combinational cell,simple AND/OR/NAND/NOR gates,
route,Post-DRT Antenna Nets,0,
final_timing,Setup TNS,0,ps
final_timing,clk_skew,49.9,ps
worst_setup_path,Worst path most repeated cell,buf_4,
floorplan,row count,181,
power_and_ir_drop,P_sw,809,uW
logic_synthesis,Top cells by area,"edfxtp_1, and2_1, mux4_2",
logic_synthesis,cell total in the yosys stat output,6484,
placed_design,RePlAce Congestion,0.919,
logic_synthesis,post-synth cell types,74,
logic_synthesis,synthesis area per yosys,98600,um^2
worst_setup_path,worst setup path class,input port to output port,
final_timing,cycle use final,51.5,%
logic_synthesis,mux share,12.9,%
route,TritonRoute pass-1 iters,5,
global_route,largest net degree at the start of global routing,90,
route,Post-Route WL,322000,um
logic_synthesis,"Primary FF master, synth",edfxtp_1,
logic_synthesis,Synth Area in Adders,0.0127,%
final_timing,final setup violating endpoints,0,
logic_synthesis,cell type with the largest total area,edfxtp_1,
final_timing,final hold slack,612,ps
clocking,Sink Count,2087,
floorplan,io pins,133,
clocking,CTS HTree Levels,4,
final_timing,Least-Margin Pin Slew,1030,ps
flow_run,Max-cap violations,0,
final_timing,Slew HR,31.2,%
route,per-cell routed wire length,32.8,um
final_timing,min cycle time layout,29840,ps
floorplan,die height,499,um
worst_setup_path,startpoint types,input port,
clocking,Late-Pin Clk Latency,870,ps
clocking,post-CTS sizing,0,
clocking,Setup Buffers After CTS,0,
worst_setup_path,Worst EP required,46400,ps
logic_synthesis,yosys xor share,0.742,%
route,drc violations,0,
logic_synthesis,post-synth top area share,63.3,%
power_and_ir_drop,Comb pwr share,8.9,%
worst_setup_path,critical-path cell list,"buf_8, buf_4, buf_4, mux4_2, mux2_2, a22o_1, nor3_1, xnor2_1, nor2_1, nand3_1, or4_4, buf_4, a211oi_2, a21oi_1, clkdlybuf4s50_1",
flow_run,Log Warnings,28,
final_timing,Max Freq,0.0335,GHz
layout,Fill cells,20587,
logic_synthesis,Synth Seq Share,63.5,%
worst_setup_path,Worst Setup End Kind,output port,
[worst paths after layout]
check | cells after the start | slack [ps] | end | startpoint
max | 15 | 28160 | next_pc[31] | pc[3]
min | 2 | 610 | bhsr[6] | bhsr[6]
max reg2reg | 13 | 51950 | pht[3][1] | bhsr[1]
min reg2reg | 2 | 610 | bhsr[6] | bhsr[6]
[critical path: cells and delay by family]
kind                   cells  cell delay, ps
multiplexers               2             720
buffers and inverters      5            2730
XOR/XNOR                   1             230
AND/OR/NAND/NOR            4            1620
AND-OR/OR-AND              3            1180
[cells by family (layout without fill, tap and decap cells)]
group,Yosys count,after routing
compound gates,514,514
xor+xnor,75,75
fa+ha+maj,1,1
buf+inv,697,811
flops,2087,2087
mux,651,651
other cells,0,22
simple gates,2459,2459
[registers in the layout, indices dropped and copies added, names as in the netlist]
register   cells
btb         1024
pht          256
tag_table    800
bhsr           7
[metrics by stage]
| step | area [um^2] | std cells |
|---|---|---|
| 6_report | 110000 | 9822 |
| 5_1_grt | 110000 | 9809 |
| 4_1_cts | 110000 | 9800 |
| 3_5_place_dp | 103000 | 9395 |
| 3_3_place_gp | 103000 | 9395 |
| 2_1_floorplan | 98600 | 6484 |
[synthesized netlist by cell type (all sizes together), types with 3 or more instances]
library cell,instances
mux2i,141
xnor2,28
a32oi,4
and3,13
and2,1856
o22a,5
nand3b,5
o22ai,117
clkbuf,520
a311oi,3
buf,172
dfxtp,7
a22oi,25
inv,4
a22o,5
o221ai,30
nor2,78
nor3,14
nand3,46
a221oi,22
edfxtp,2080
a211o,4
nand2,67
a211oi,33
a21oi,65
or3,3
o21ai,25
a31oi,3
o2111ai,10
nor2b,11
nand2b,3
a2111oi,5
nor4b,4
or4,34
nand4,27
o211ai,6
nor4,147
or2,144
mux2,14
xor2,47
o41ai,11
o311ai,3
mux4,496
or3b,3
o21bai,128
[placed cells by master, fill, tap and decap left out, drive strengths merged, types with 117 or more instances in the layout]
cell / count
or2: 144
clkbuf: 283
buf: 277
clkdlybuf4s50: 124
o21bai: 128
mux2i: 141
edfxtp: 2080
mux4: 496
o22ai: 117
and2: 1856
nor4: 147
[power by group through the flow]
stage     clock network (mW)  logic, mW  registers [mW]
6_report                1.33      0.300            1.75
5_1_grt                 1.40      0.313            1.75
4_1_cts                 1.35      0.298            1.75
[cell type report]
type | count | area (um^2) | area share, %
antenna | 22 | 55.1 | 0.0499
clock inverter | 122 | 930 | 0.843
inverter | 5 | 25.0 | 0.0227
clock buffer | 283 | 5760 | 5.23
tap | 3202 | 4010 | 3.63
sequential | 2087 | 62600 | 56.8
multi-input combinational | 3700 | 33500 | 30.4
timing repair buffer | 401 | 3390 | 3.08
[layer usage]
metal | up-vias | routed length, um | global-route usage, %
li1 | 24212 | - | -
met1 | 28218 | 101000 | 32.4
met2 | 3906 | 152000 | 41.9
met3 | 696 | 53700 | 20.2
met4 | 21 | 13900 | 9.99
met5 | - | 602 | 1.99
Power and IR drop assume default switching activity.
