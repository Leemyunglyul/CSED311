### ./config.mk
export PLATFORM = sky130hd
export DESIGN_NAME = ALU
export DESIGN_NICKNAME = ALU
export VERILOG_FILES = /design/flow/design.v
export SDC_FILE = /design/flow/constraint.sdc
export NUM_CORES = 4
export LEC_CHECK = 1
export CORE_UTILIZATION = 50
### ./constraint.sdc
current_design ALU

set clk_period 16.0
set clk_io_pct 0.2

create_clock -name clk0 -period $clk_period

set non_clock_inputs [all_inputs -no_clocks]
set_input_delay [expr $clk_period * $clk_io_pct] -clock clk0 $non_clock_inputs
set_output_delay [expr $clk_period * $clk_io_pct] -clock clk0 [all_outputs]
### ./design.v
module ALU(
    input [3:0] alu_op,        
    input [31:0] alu_in_1,
    input [31:0] alu_in_2,
    output reg [31:0] alu_result,
    output reg alu_bcond
);
    wire [4:0] shamt = alu_in_2[4:0];
    always @(*) begin
        alu_result = 32'b0;
        case(alu_op)
            4'b0001: alu_result = alu_in_1 + alu_in_2;  
            4'b0010: alu_result = alu_in_1 - alu_in_2;  
            4'b0111: alu_result = alu_in_1 & alu_in_2;  
            4'b0110: alu_result = alu_in_1 | alu_in_2;  
            4'b0100: alu_result = alu_in_1 ^ alu_in_2;  
            4'b0011: alu_result = alu_in_1 << shamt;        
            4'b0101: alu_result = alu_in_1 >> shamt;        
            default: alu_result = 32'b0;
        endcase
        case(alu_op)
            4'b1000: alu_bcond = (alu_in_1 == alu_in_2);  
            4'b1001: alu_bcond = (alu_in_1 != alu_in_2);  
            4'b1010: alu_bcond = ($signed(alu_in_1) < $signed(alu_in_2));  
            4'b1011: alu_bcond = ($signed(alu_in_1) >= $signed(alu_in_2));  
            default: alu_bcond = 1'b0;
        endcase
    end
endmodule
### ./run.sh
#!/bin/bash
# OpenROAD 26Q1-2900-gdf79404cd8, Yosys 0.63+post, stock flow scripts
make -C /OpenROAD-flow-scripts/flow DESIGN_CONFIG=/design/flow/config.mk WORK_HOME=/design/flow/orfs finish
==> flow_results.xml <==
<?xml version="1.0" encoding="UTF-8"?>
<metrics>
  <group name="placed_design">
    <metric name="dpl-instance-area" unit="um^2">9290</metric>
    <metric name="detailedPlacementHpwl" unit="um">29800</metric>
    <metric name="place_congestion" unit="">1.14</metric>
    <metric name="placement.io_buffers" unit="">101</metric>
  </group>
  <group name="pwr">
    <metric name="p_leak" unit="nW">3.95</metric>
    <metric name="netSwitchingFraction" unit="">0.623</metric>
    <metric name="post-layout-total-power" unit="uW">350</metric>
    <metric name="cellPowerDensity" unit="nW/um^2">37.7</metric>
    <metric name="vdd.ir_drop.worst" unit="mV">0.0222</metric>
    <metric name="switching_power" unit="uW">218</metric>
    <metric name="cell_internal_pwr" unit="uW">132</metric>
  </group>
  <group name="yosys">
    <metric name="synth_largest_type_area_fraction" unit="">0.158</metric>
    <metric name="synth.avg_cell_area" unit="um^2">6.24</metric>
    <metric name="synth-area-yosys" unit="um^2">8290</metric>
    <metric name="yosys-stat-cells" unit="">1329</metric>
    <metric name="synth.distinct_cells" unit="">74</metric>
    <metric name="synth.largest_area_cell" unit="">sky130_fd_sc_hd__ha_1</metric>
    <metric name="syn-instance-count" unit="">1329</metric>
    <metric name="yosys.stat.seqShare" unit="">0</metric>
    <metric name="cells_taking_the_most_area_after_synthesis" unit="">sky130_fd_sc_hd__ha_1, sky130_fd_sc_hd__a21oi_1, sky130_fd_sc_hd__nor2_1</metric>
    <metric name="mappedNetlistArea" unit="um^2">8290</metric>
    <metric name="yosys_synthesis_warning_count" unit="">1</metric>
  </group>
  <group name="sta">
    <metric name="finalSetupViolations" unit="">0</metric>
    <metric name="finalCriticalPeriod" unit="ns">11.16</metric>
    <metric name="fin_setup_tns" unit="ns">0</metric>
    <metric name="rsz0062_at_grt" unit="">false</metric>
    <metric name="timing.final.hold_violations" unit="">0</metric>
    <metric name="worstMarginPinSlew" unit="ns">0.813</metric>
    <metric name="max_freq" unit="GHz">0.0896</metric>
    <metric name="final.period_utilization" unit="">0.698</metric>
    <metric name="finalMaxSlewViolations" unit="">0</metric>
    <metric name="fin_hold_ws" unit="ns">7.63</metric>
    <metric name="max_slew_margin" unit="">0.454</metric>
  </group>
  <group name="run">
    <metric name="openroad.warnings" unit="">106</metric>
    <metric name="cap_violations" unit="">0</metric>
  </group>
  <group name="worst_setup_path">
    <metric name="critical-path-slowest-cell" unit="">sky130_fd_sc_hd__o31ai_1</metric>
    <metric name="cp.arrival" unit="ns">7.96</metric>
    <metric name="critical_path.endpoint_type" unit="">output pin</metric>
    <metric name="cp_required" unit="ns">12.80</metric>
    <metric name="critical_path_peak_fanout" unit="">73</metric>
    <metric name="path_cells" unit="">buf_2 -&gt; buf_4 -&gt; inv_2 -&gt; ha_1 -&gt; nor2b_1 -&gt; o21bai_1 -&gt; a21oi_1 -&gt; o21ai_0 -&gt; a31oi_1 -&gt; o21ai_1 -&gt; o31ai_1 -&gt; a311o_1 -&gt; a21oi_1 -&gt; o22ai_1 -&gt; clkdlybuf4s50_1</metric>
    <metric name="critical-path-max-stage-delay" unit="ns">0.63</metric>
    <metric name="start_kind" unit="">input pin</metric>
    <metric name="cp_common_cell" unit="">sky130_fd_sc_hd__a21oi_1</metric>
    <metric name="critPathKind" unit="">in -&gt; out</metric>
  </group>
  <group name="finish">
    <metric name="seq_area" unit="um^2">0</metric>
    <metric name="layout-drive-gt1-share" unit="">0.0504</metric>
    <metric name="final.clkbuf_count" unit="">0</metric>
    <metric name="layout.cell_area.non_filler" unit="um^2">9290</metric>
    <metric name="fin_util" unit="">0.578</metric>
    <metric name="syn_to_final_growth" unit="%">12.0</metric>
    <metric name="seq_cells" unit="">0</metric>
    <metric name="filler_cell_count" unit="">1599</metric>
  </group>
  <group name="global_routing">
    <metric name="grt_util_all_layers" unit="">0.449</metric>
    <metric name="grt_pass1_vias" unit="">9138</metric>
    <metric name="wire_length_of_the_first_global_routing_pass" unit="um">56000</metric>
    <metric name="maximum_number_of_pins_on_one_net_before_global_route_repair" unit="">74</metric>
    <metric name="grt-ovfl-total" unit="">0</metric>
    <metric name="grt_antenna_before_repair" unit="">1</metric>
  </group>
  <group name="drt">
    <metric name="antenna_violating_nets_post_route" unit="">0</metric>
    <metric name="routedWlPerCell" unit="um">24.3</metric>
    <metric name="overall_routed_net_length" unit="um">38100</metric>
    <metric name="drt_iter0_drc" unit="">1583</metric>
    <metric name="drt_pre_antenna_iters" unit="">7</metric>
    <metric name="num_vias" unit="">10843</metric>
    <metric name="via_per_inst" unit="">6.93</metric>
    <metric name="post-route-drc-count" unit="">0</metric>
  </group>
  <group name="floorplanning">
    <metric name="die_width" unit="um">131</metric>
    <metric name="floorplan.initialDensity" unit="">0.516</metric>
    <metric name="core_area" unit="um^2">16100</metric>
    <metric name="die_height" unit="um">131</metric>
    <metric name="placementRows" unit="">46</metric>
    <metric name="top_level_ports" unit="">101</metric>
    <metric name="chip_area" unit="um^2">17100</metric>
  </group>
  <group name="clocking">
    <metric name="post_cts_resize_count" unit="">0</metric>
    <metric name="holdBufCountCts" unit="">0</metric>
    <metric name="postCtsSetupBuffers" unit="">0</metric>
  </group>
  <group name="outcome">
    <metric name="status" unit="">complete, no violations</metric>
  </group>
  <group name="min_path">
    <metric name="worstHoldPathCells" unit="">4</metric>
    <metric name="worst_hold_path_type" unit="">in -&gt; out</metric>
    <metric name="holdCritStartpoint" unit="">alu_op[3]</metric>
    <metric name="hold_path_end" unit="">alu_bcond</metric>
  </group>
</metrics>
-- layout make-up --
| cell class | instances | area (um^2) | share of cell area |
|---|---|---|---|
| Inverter | 101 | 379 | 0.0408 |
| Multi-Input combinational cell | 1130 | 7530 | 0.810 |
| Tap cell | 216 | 270 | 0.0291 |
| Antenna cell | 1 | 2.50 | 0.000269 |
| Timing Repair Buffer | 117 | 1110 | 0.120 |
-- routing by layer --
metal,share of wire,vias up,track usage
met5,0.0014,-,0
met1,0.41,4937,0.661
met3,0.16,119,0.153
met2,0.40,865,0.622
met4,0.036,2,0.112
li1,-,4920,-
-- kinds of logic after synthesis --
kind of cell    Yosys count  synth area share
xor+xnor                  5           0.00528
buf+inv                 199            0.0942
mux                      68            0.0984
compound gates          525             0.413
fa+ha+maj               107             0.163
simple gates            425             0.226
-- power groups by stage --
| stage | clock network [mW] | registers, mW | logic, mW |
|---|---|---|---|
| after CTS | 0 | 0 | 0.335 |
| after global routing | 0 | 0 | 0.372 |
-- through the flow --
stage / setup slack (ns) / instances
after floorplan: 6.29 / 1329
after global placement: 5.10 / 1564
after detailed placement: 5.06 / 1564
after CTS: 5.04 / 1564
after global routing: 4.57 / 1564
final: 4.84 / 1565
-- cells in the final DEF, fill, tap and decap left out, types with 7 or more instances in the layout --
| cell type | n |
|---|---|
| sky130_fd_sc_hd__a21oi_1 | 158 |
| sky130_fd_sc_hd__a21boi_0 | 7 |
| sky130_fd_sc_hd__a31oi_1 | 14 |
| sky130_fd_sc_hd__nand2_1 | 128 |
| sky130_fd_sc_hd__nand4_1 | 8 |
| sky130_fd_sc_hd__nor3_1 | 18 |
| sky130_fd_sc_hd__o22ai_1 | 27 |
| sky130_fd_sc_hd__nand2b_1 | 9 |
| sky130_fd_sc_hd__a211oi_1 | 40 |
| sky130_fd_sc_hd__nor2b_1 | 14 |
| sky130_fd_sc_hd__buf_4 | 16 |
| sky130_fd_sc_hd__o221ai_1 | 16 |
| sky130_fd_sc_hd__mux2_2 | 8 |
| sky130_fd_sc_hd__nand3_1 | 23 |
| sky130_fd_sc_hd__nor2_1 | 172 |
| sky130_fd_sc_hd__clkdlybuf4s50_1 | 97 |
| sky130_fd_sc_hd__a221oi_1 | 16 |
| sky130_fd_sc_hd__and3_1 | 15 |
| sky130_fd_sc_hd__o21bai_1 | 13 |
| sky130_fd_sc_hd__or3_1 | 10 |
| sky130_fd_sc_hd__inv_1 | 100 |
| sky130_fd_sc_hd__mux2i_1 | 50 |
| sky130_fd_sc_hd__o211ai_1 | 27 |
| sky130_fd_sc_hd__and2_1 | 7 |
| sky130_fd_sc_hd__o21ai_0 | 110 |
| sky130_fd_sc_hd__mux4_2 | 10 |
| sky130_fd_sc_hd__ha_1 | 105 |
| sky130_fd_sc_hd__o31ai_1 | 7 |
| sky130_fd_sc_hd__a21o_1 | 14 |
| sky130_fd_sc_hd__a221o_1 | 10 |
-- cells in the mapped netlist, types with 16 or more instances --
| cell | n |
|---|---|
| sky130_fd_sc_hd__nor3_1 | 21 |
| sky130_fd_sc_hd__mux2i_1 | 50 |
| sky130_fd_sc_hd__o21ai_0 | 110 |
| sky130_fd_sc_hd__ha_1 | 105 |
| sky130_fd_sc_hd__a21oi_1 | 158 |
| sky130_fd_sc_hd__buf_2 | 19 |
| sky130_fd_sc_hd__o22ai_1 | 27 |
| sky130_fd_sc_hd__nor2_1 | 172 |
| sky130_fd_sc_hd__nand2_1 | 128 |
| sky130_fd_sc_hd__clkbuf_1 | 59 |
| sky130_fd_sc_hd__buf_1 | 16 |
| sky130_fd_sc_hd__a211oi_1 | 40 |
| sky130_fd_sc_hd__a221oi_1 | 16 |
| sky130_fd_sc_hd__nand3_1 | 23 |
| sky130_fd_sc_hd__o211ai_1 | 27 |
| sky130_fd_sc_hd__inv_1 | 100 |
| sky130_fd_sc_hd__o221ai_1 | 16 |
-- critical path, delay by kind of cell --
family          cells  cell delay, ns
compound gates      9            2.35
fa+ha+maj           1            0.57
buf+inv             4            1.63
simple gates        1            0.17
-- worst max-delay path by stage --
stage / start / to
4_1_cts: alu_in_2[2] / alu_result[25]
5_1_grt: alu_in_2[2] / alu_result[25]
6_report: alu_in_2[2] / alu_result[26]
Power is estimated from default activity; no workload was simulated.
